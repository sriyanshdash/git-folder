==> flow/design.v <==
module basic_gpu (
  input clk,
  input rst,
  input [31:0] instruction,
  input valid_instruction,
  output reg [31:0] result,
  output reg ready
);
  parameter NUM_CORES = 4;
  parameter MEMORY_SIZE = 1024;
  parameter THREAD_COUNT = 16;
  reg [31:0] global_memory [0:MEMORY_SIZE-1];
  reg [31:0] shared_memory [0:255];
  reg [31:0] registers [0:NUM_CORES-1][0:31];
  reg [3:0] opcode;
  reg [4:0] dest_reg, src1_reg, src2_reg;
  reg [31:0] immediate;
  reg [1:0] state;
  localparam IDLE = 2'b00, DECODE = 2'b01, EXECUTE = 2'b10, WRITEBACK = 2'b11;
  always @(posedge clk or posedge rst) begin
    if (rst) begin
      state <= IDLE;
      ready <= 1;
      result <= 0;
    end else begin
      case (state)
        IDLE: begin
          if (valid_instruction) begin
            state <= DECODE;
            ready <= 0;
          end
        end
        DECODE: begin
          opcode <= instruction[31:28];
          dest_reg <= instruction[27:23];
          src1_reg <= instruction[22:18];
          src2_reg <= instruction[17:13];
          immediate <= instruction[12:0];
          state <= EXECUTE;
        end
        EXECUTE: begin
          case (opcode)
            4'b0000: result <= registers[0][src1_reg] + registers[0][src2_reg];  
            4'b0001: result <= registers[0][src1_reg] - registers[0][src2_reg];  
            4'b0010: result <= registers[0][src1_reg] * registers[0][src2_reg];  
            4'b0011: result <= registers[0][src1_reg] & registers[0][src2_reg];  
            4'b0100: result <= registers[0][src1_reg] | registers[0][src2_reg];  
            default: result <= 0;
          endcase
          state <= WRITEBACK;
        end
        WRITEBACK: begin
          registers[0][dest_reg] <= result;
          state <= IDLE;
          ready <= 1;
        end
      endcase
    end
  end
endmodule
==> flow/run.sh <==
#!/bin/bash
# OpenROAD 26Q1-2900-gdf79404cd8, Yosys 0.63+post, stock flow scripts
make -C /OpenROAD-flow-scripts/flow DESIGN_CONFIG=/design/flow/config.mk WORK_HOME=/design/flow/orfs finish
==> flow/config.mk <==
export PLATFORM = sky130hd
export DESIGN_NAME = basic_gpu
export DESIGN_NICKNAME = basic_gpu
export VERILOG_FILES = /design/flow/design.v
export SDC_FILE = /design/flow/constraint.sdc
export NUM_CORES = 4
export LEC_CHECK = 1
export CORE_UTILIZATION = 30
==> flow/constraint.sdc <==
current_design basic_gpu

set clk_period 21.6
set clk_io_pct 0.2

create_clock -name clk0 -period $clk_period [get_ports {clk}]

set non_clock_inputs [all_inputs -no_clocks]
set_input_delay [expr $clk_period * $clk_io_pct] -clock clk0 $non_clock_inputs
set_output_delay [expr $clk_period * $clk_io_pct] -clock clk0 [all_outputs]
==> results.toml <==
# implementation run metrics
[routing]
drt-initial-drc-count = 6001
post_drt_wl_per_cell_um = 35.7
drt_first_pass_iters = 7
drc = 0
vias_per_cell = 6.16
drtAntennaViolNets = 0
drt-total-wl_um = 330000
vias = 56900

[yosys]
synth-seq-cells = 1080
ys_area_mm2 = 0.0668
avgSynthCellArea_um2 = 11.0
ys_types = 87
synth_warnings = 2
synth-edff-count = 1043
ff_type = "edfxtp_1"
ys_seq_share_pct = 48.2
synth_cells = 6096
async_reset_ff_share_pct = 3.43
syn_area_mm2 = 0.0668
ys_cells = 6096

[global_route]
met1_usage_pct = 32.9
antenna_found_initial = 25
grt_max_degree = 99
grt_pass1_wl_um = 455000
overflow = 0
top_usage_layer = "met2"
use_met3_pct = 26.0
grtUsageTotal_pct = 30.9
first_global_vias = 58400
use_met2_pct = 41.5

[finish]
synthToLayoutAreaGrowth_pct = 14.4
layout.cells.most_common = "edfxtp_1"
top_regs = "registers (1024), result (32)"
fillers = 21600
layout_top_cells = "1,043 x edfxtp_1, 930 x nand3_1, 498 x inv_1"
largest_reg_flops = 1024
regMostFlops = "registers"
final_layout_size_suffix_gt1_share_pct = 10.9

[pwr]
power_density_mw_per_mm2 = 137
p_leak_uw = 0.0282
irDropWorstVdd_mv = 0.629

[setup_path]
slowest_delay_ns = 0.85
startpoint_type = "flop"
path_max_fanout = 42
end_kind = "flop"
worstPathArrival_ns = 12.53
crit_path_top_delay_cell = "edfxtp_1"
criticalPathCategory = "flop to flop"
crit_top_cell = "fa_1"
required_ns = 22.24

[clocking]
ctsHoldBuffers = 0
clk_pin_slew_ns = 0.06
cts_root_buf = "clkbuf_16"
numCtsBuffers = 114
post_cts.repair.setup_buffers = 0
clk_path_buf_depth = 3
cts_resized = 0
cts_tree = "built"
cts_max_level = 3
numClockSinks = 1080
clock_latency_ns = 0.80

[floorplan]
die_h_um = 474
placementRows = 172
die_area_mm2 = 0.225
die_x_um = 474
fp-utilization_pct = 30.3
io-pin-count = 68
core_mm2 = 0.221

[placed_design]
dp.final_hpwl_um = 206000
place.gp.congestion = 1.07
portBuffers = 54

[worst_hold_path]
hold_class = "flop to flop"

[flow_run]
tool_warnings = 41
drv_cap = 0

[status]
status = "complete, no violations"

[sta]
tightest_slew_ns = 1.21
fin_skew_ns = 0.0428
finalSetupViolCount = 0
finalSetupTns_ns = 0
maxSlewHeadroom_pct = 17.6
grt_setup_unrepaired = "no"
hold_viol_final = 0
hold_slack_ns = 0.376
finalCriticalPeriod_ns = 11.89
finalCritPeriodShare_pct = 55.0
fmax_ghz = 0.0841
slew_viol_final = 0
## path summary, 6_finish.rpt
| check | end | cells past startpoint | slack [ns] | from |
|---|---|---|---|---|
| setup / recovery | result[25] | 35 | 9.71 | src2_reg[0] |
| hold / removal | state[1] | 0 | 0.38 | state[2] |
| setup reg to reg | result[25] | 35 | 9.71 | src2_reg[0] |
| hold reg to reg | state[1] | 0 | 0.38 | state[2] |
| max in group asynchronous | result[31] | 3 | 16.86 | rst |
| min in group asynchronous | state[1] | 3 | 4.35 | rst |
## cell families (layout without fill, tap and decap cells)
| logic type | after synthesis | in the layout | synth area share (%) |
|---|---|---|---|
| fa+ha+maj | 566 | 566 | 15.2 |
| flops | 1080 | 1080 | 48.2 |
| xor+xnor | 131 | 131 | 1.81 |
| mux | 20 | 20 | 0.307 |
| buf+inv | 955 | 1112 | 5.62 |
| compound gates | 889 | 889 | 9.61 |
| other cells | 0 | 22 | 0 |
| simple gates | 2455 | 2455 | 19.2 |
## worst max-delay path, delay by kind of cell (launching register included)
kind,cells,cell delay [ns]
adders and majority gates,9,4.38
buffers and inverters,9,2.30
DFF,1,0.85
xor gates and xnor gates,1,0.09
and+or+nand+nor,7,1.42
AOI/OAI and AO/OA,9,2.63
## report_power, final
| part | switching, uW | internal (uW) | total [uW] |
|---|---|---|---|
| logic | 3490 | 2430 | 5920 |
| clock network | 906 | 1160 | 2060 |
| registers | 12.3 | 2440 | 2450 |
| total | 4410 | 6030 | 10400 |
## area by class of cell
type | instances | area (um^2) | share of cell area, %
flip-flops and latches | 1080 | 32200 | 42.2
multi-input cells | 4061 | 31500 | 41.2
well taps | 2958 | 3700 | 4.84
repair buffers | 402 | 3220 | 4.21
clock buffers | 133 | 3140 | 4.10
inverters | 499 | 1870 | 2.45
clock inverters | 78 | 716 | 0.936
diodes | 22 | 55.1 | 0.0720
## routing by layer
metal,routed length (um),part of all wire [%],vias up
met1,105000,32,27700
met5,1400,0.42,-
met3,66100,20,1333
met4,24100,7.3,57
met2,134000,40,5274
li1,-,-,22500
## metrics by stage
step                power [uW]  cells  setup WS, ns  util (%)  instance area, um^2
global placement          8380   9000          9.91      32.9                72600
CTS                      10400   9211          9.86      34.6                76400
detailed placement        8320   9000          9.99      32.9                72600
floorplan                 6690   6096         12.06         -                66800
finish                   10400   9233          9.71      34.7                76500
global route             11200   9220          9.39      34.6                76400
## cells in the mapped netlist, drive strengths merged, types with 10 or more instances
cell type	instances	area share, %
a221oi	14	0.19
o21ai	88	0.66
fa	409	12
inv	499	2.8
dfrtp	35	1.3
a222oi	23	0.34
and3	122	1.1
or2	11	0.10
o2bb2ai	27	0.35
edfxtp	1043	47
nand2b	19	0.18
nor2b	28	0.26
nand4	265	2.5
a221o	10	0.15
nor3b	12	0.16
a21o	19	0.21
buf	199	1.4
xor2	35	0.46
a22o	20	0.26
o32a	10	0.15
o21a	13	0.15
a31oi	25	0.26
ha	157	2.9
o211ai	18	0.20
xnor2	92	1.2
a2111oi	30	0.42
nand2	398	2.2
a211oi	10	0.11
and2	292	2.7
clkbuf	257	1.4
and3b	11	0.14
nor3	53	0.43
mux2i	16	0.24
nand3	930	7.0
nor4	67	0.63
or4	13	0.15
a22oi	386	4.3
or3	15	0.14
a21oi	131	0.98
nor2	189	1.1
Power and IR drop assume default switching activity.
