--- design.v ---
module simple_processor13(
  input clk,
  input reset,
  input [7:0] instruction,
  input [7:0] data_in,
  output reg [7:0] data_out,
  output reg [7:0] pc
);
  reg [7:0] accumulator;
  reg [7:0] memory [0:255];
  always @(posedge clk) begin
    if (reset) begin
      accumulator <= 8'b0;
      pc <= 8'b0;
      data_out <= 8'b0;
    end else begin
      case(instruction[7:4])
        4'b0001: accumulator <= data_in;                     
        4'b0010: data_out <= accumulator;                    
        4'b0011: accumulator <= accumulator + data_in;       
        4'b0100: accumulator <= accumulator - data_in;       
        4'b0101: accumulator <= accumulator & data_in;       
        4'b0110: accumulator <= accumulator | data_in;       
        4'b0111: pc <= instruction[7:0];                     
        default: pc <= pc + 1;                               
      endcase
    end
  end
endmodule
--- run.sh ---
#!/bin/bash
# OpenROAD 26Q1-2900-gdf79404cd8, Yosys 0.63+post, stock flow scripts
make -C /OpenROAD-flow-scripts/flow DESIGN_CONFIG=/design/flow/config.mk WORK_HOME=/design/flow/orfs finish
--- config.mk ---
export PLATFORM = sky130hd
export DESIGN_NAME = simple_processor13
export DESIGN_NICKNAME = simple_processor13
export VERILOG_FILES = /design/flow/design.v
export SDC_FILE = /design/flow/constraint.sdc
export NUM_CORES = 4
export LEC_CHECK = 1
export CORE_AREA = 10 10 103 103
export DIE_AREA = 0 0 113 113
--- constraint.sdc ---
current_design simple_processor13

set clk_period 3.7
set clk_io_pct 0.2

create_clock -name clk0 -period $clk_period [get_ports {clk}]

set non_clock_inputs [all_inputs -no_clocks]
set_input_delay [expr $clk_period * $clk_io_pct] -clock clk0 $non_clock_inputs
set_output_delay [expr $clk_period * $clk_io_pct] -clock clk0 [all_outputs]
==> out/summary.rpt <==
CTS
--------------------------------------------------------------------------------------
H-tree depth reported by CTS                                                         1
Setup repair bufs after CTS                                                          0
Clock slew at the register clock pins of the worst setup and hold paths        0.08 ns
Clock network latency to the later pin of the worst-skew pair                  0.26 ns
Maximum buffer depth of the clock tree                                               2
CTS Buf Count                                                                        3
Cts hold-fix bufs                                                                    0
Root buf cell                                                             sky130_fd_sc_hd__clkbuf_8
TritonCTS clock tree                                                               yes
Total of cells resized after clock tree synthesis                                    0
Number of sinks handled by clock tree synthesis                                     24

SYNTH
--------------------------------------------------------------------------------------
Flops after synth                                                                   24
Number of warnings printed during yosys synthesis                                    1
Synth Seq Share                                                                  27.1%
Number of cells in the yosys synthesis report                                      237
Distinct cell type count after synthesis                                            42
Count of flip-flops with a built-in enable after synthesis                           0
Top cell type's share of synthesized area                                        27.1%
Dominant register cell                                                    sky130_fd_sc_hd__dfxtp_1
Post-Syn Area per Cell                                                        7.49 µm²
Yosys synthesis chip area                                                  0.00178 mm²
Synthesized instance count                                                         237
Synthesized area                                                           0.00178 mm²
Largest cells by area                                                     sky130_fd_sc_hd__dfxtp_1 27%, sky130_fd_sc_hd__a21oi_1 9.6%, sky130_fd_sc_hd__ha_1 7.8%
Synth async-reset ratio                                                             0%
Post-synthesis cell type with the largest combined area                   sky130_fd_sc_hd__dfxtp_1

TIMING
--------------------------------------------------------------------------------------
Min Tclk post-route                                                            3.20 ns
Total setup violations reported at the end of the flow                               0
Final number of max-transition violations                                            0
Number of hold-slack violations in the final timing report                           0
Actual slew at the worst max-slew pin                                         0.825 ns
F_max                                                                        0.313 GHz
Slew headroom                                                                    44.8%
Unrepaired setup endpoints after global routing                                     no
Fin crit share                                                                   86.5%
Final worst-path setup slack                                                  0.501 ns
Setup TNS                                                                         0 ns
Worst clock skew                                                            0.00365 ns

CRITICAL PATH
--------------------------------------------------------------------------------------
Type of the worst setup path                                              input pin to flip-flop
Startpoint type of the worst setup path                                      input pin
Critical path peak fanout                                                            9
R2R depth                                                                            8
Required time of the worst setup path                                          3.91 ns
Worst-case register-to-register setup slack                                    1.75 ns
Launching point of the worst reg2reg path                                 accumulator[0]
Critical Path Source                                                      instruction[5]
Arrival time at the worst endpoint                                             3.41 ns
Capturing point of the worst reg2reg path                                 accumulator[6]
Endpoint class of the critical path                                          flip-flop

FLOW RUN
--------------------------------------------------------------------------------------
Count of tool warnings                                                              27
Count of maximum capacitance violations                                              0

GRT
--------------------------------------------------------------------------------------
GRT Overall Usage                                                                7.57%
Wire length of the first global-routing pass                                   8170 µm
Antenna violations before repair                                                     0
Largest net degree at the start of global routing                                   19
Remaining Overflow, GRT                                                              0
Via count of the first global-routing pass                                        1675

DETAILED ROUTING
--------------------------------------------------------------------------------------
Total via count after detailed routing                                            1774
Count of antenna diodes in the layout                                                0
Total Wirelength                                                               4940 µm
Post-detailed-route DRC marker count                                                 0
First DRT Iteration DRCs                                                            64
Post-route antenna net violation count                                               0
Pre-antenna DRT Iters                                                                4
Vias/cell                                                                         4.74
Final routed wire length divided by cell count                                 13.2 µm

LAYOUT
--------------------------------------------------------------------------------------
Post-synthesis to final-layout area growth                                       28.0%
Share of final-layout standard cells stronger than drive strength 1              5.20%

PLACE
--------------------------------------------------------------------------------------
Placement Setup Slack                                                         0.229 ns
Detailed placer's ending HPWL                                                  3820 µm
Global placer's final weighted congestion                                        0.903
Port Buffers                                                                        33

HOLD PATH
--------------------------------------------------------------------------------------
Worst hold path depth                                                                2
Startpoint of the worst hold path                                          data_out[4]
Hold path endpoint                                                         data_out[4]
Min-Delay Path Class                                                      flip-flop to flip-flop

FLOORPLAN
--------------------------------------------------------------------------------------
Die height                                                                      113 µm
Total Die Area                                                              0.0128 mm²
Die Span X                                                                      113 µm
Floorplan Utilization                                                            21.4%
IO Pins                                                                             34
Core ar.                                                                   0.00830 mm²
Cell row count                                                                      33

PWR
--------------------------------------------------------------------------------------
Leakage Power                                                                 0.798 nW
Largest vdd supply drop                                                     0.000122 V
Areal power density over the cells                                          280 mW/mm²

STATUS
--------------------------------------------------------------------------------------
Run status                                                                complete, no violations

## registers in the layout, indices dropped and copies added, names as in the netlist
name / cells
accumulator: 8
data_out: 8
pc: 8
## through the flow
step | hold WS, ns | cell area [µm²] | std cells | util [%] | total power, W
2_1_floorplan | 0.422 | 1780 | 237 | - | 0.000419
3_3_place_gp | 0.446 | 2230 | 371 | 26.9 | 0.000486
3_5_place_dp | 0.449 | 2230 | 371 | 26.9 | 0.000486
4_1_cts | 0.460 | 2270 | 374 | 27.4 | 0.000642
5_1_grt | 0.484 | 2270 | 374 | 27.4 | 0.000681
6_report | 0.458 | 2270 | 374 | 27.4 | 0.000637
## power breakdown
| group | total [W] | internal [W] | leakage (nW) | switching (W) |
|---|---|---|---|---|
| Clock | 0.000154 | 0.0000728 | 0.0216 | 0.0000814 |
| Sequential | 0.000288 | 0.000271 | 0.195 | 0.0000162 |
| Combinational | 0.000196 | 0.0000938 | 0.581 | 0.000102 |
| Total | 0.000637 | 0.000438 | 0.798 | 0.000199 |
## logic make-up (layout without fill, tap and decap cells)
group | count (synthesis) | in the layout | synth area share, %
AOI/OAI and AO/OA | 75 | 75 | 26.0
buffers and inverters | 21 | 53 | 5.43
adders and majority gates | 12 | 12 | 8.88
DFF | 24 | 24 | 27.1
muxes | 2 | 2 | 1.20
xor gates and xnor gates | 11 | 11 | 5.43
and+or+nand+nor | 92 | 92 | 26.0
## synthesized netlist by cell type (5+ instances only)
master	number
sky130_fd_sc_hd__nor2_1	22
sky130_fd_sc_hd__xnor2_1	11
sky130_fd_sc_hd__ha_1	11
sky130_fd_sc_hd__o211ai_1	10
sky130_fd_sc_hd__o21ai_0	10
sky130_fd_sc_hd__nand3_1	6
sky130_fd_sc_hd__nand2_1	33
sky130_fd_sc_hd__inv_1	10
sky130_fd_sc_hd__clkbuf_1	6
sky130_fd_sc_hd__a21oi_1	34
sky130_fd_sc_hd__nor3_1	8
sky130_fd_sc_hd__a31oi_1	5
sky130_fd_sc_hd__dfxtp_1	24
## worst max path at each step
| stage | depth (start not counted) | end | slack [ns] |
|---|---|---|---|
| final | 10 | accumulator[7] | 0.50 |
| after global routing | 10 | accumulator[7] | 0.30 |
| after CTS | 10 | accumulator[7] | 0.50 |
## final cells by class
cell class / instances / area [µm²]
clock buffers: 3 / 41.3
fillers: 904 / 6030
inverters: 10 / 37.5
multi-input cells: 192 / 1200
flip-flops and latches: 24 / 480
well taps: 105 / 131
repair buffers: 40 / 383
## layout by cell type, fill, tap and decap left out, types with 2 or more instances in the layout
cell type / n
sky130_fd_sc_hd__nand3b_1: 3
sky130_fd_sc_hd__nand3_1: 6
sky130_fd_sc_hd__ha_1: 11
sky130_fd_sc_hd__inv_1: 10
sky130_fd_sc_hd__dfxtp_1: 24
sky130_fd_sc_hd__o2111ai_1: 2
sky130_fd_sc_hd__xnor2_1: 11
sky130_fd_sc_hd__nor3_1: 8
sky130_fd_sc_hd__buf_4: 7
sky130_fd_sc_hd__or3_1: 2
sky130_fd_sc_hd__o21a_1: 3
sky130_fd_sc_hd__a31oi_1: 5
sky130_fd_sc_hd__and3_1: 3
sky130_fd_sc_hd__nor4_1: 2
sky130_fd_sc_hd__a21o_1: 3
sky130_fd_sc_hd__o211ai_1: 10
sky130_fd_sc_hd__nor2b_1: 4
sky130_fd_sc_hd__nor2_1: 22
sky130_fd_sc_hd__o21ai_0: 10
sky130_fd_sc_hd__clkbuf_8: 3
sky130_fd_sc_hd__a21oi_1: 34
sky130_fd_sc_hd__clkdlybuf4s50_1: 33
sky130_fd_sc_hd__nand2b_1: 3
sky130_fd_sc_hd__nand2_1: 33
## critical path, cell delays in order
cell and delay, ns:
sky130_fd_sc_hd__clkdlybuf4s50_1 0.46, sky130_fd_sc_hd__nor4b_4 0.53, sky130_fd_sc_hd__mux2_2 0.42, sky130_fd_sc_hd__inv_1 0.06
sky130_fd_sc_hd__ha_1 0.21, sky130_fd_sc_hd__nor2b_1 0.14, sky130_fd_sc_hd__o2111ai_1 0.26, sky130_fd_sc_hd__nand3_1 0.14
sky130_fd_sc_hd__a2111o_1 0.38, sky130_fd_sc_hd__nand2_1 0.05
## per-layer routing
metal | track usage (%) | wire [µm]
met5 | 0 | 0
met4 | 0.761 | 56
met3 | 3.42 | 466
met2 | 11.1 | 1950
met1 | 10.4 | 2470
Power figures rest on the tool's default switching activity, not on a simulated workload.
